==> ./design.v <==
module ram_dc_wb(CLK_DC,
                 CLK_WB,
                 RAM_ADDR,
                 RAM_IN,
                 IO65_IN,
                 RAM_WEN,
                 RAM_OUT,
                 IO64_OUT
);
    input           CLK_DC;
    input           CLK_WB;
    input   [15:0]  RAM_ADDR;
    input   [15:0]  RAM_IN;
    input   [15:0]  IO65_IN;
    input           RAM_WEN;
    output  [15:0]  RAM_OUT;
    output  [15:0]  IO64_OUT;
    reg     [15:0]  RAM_OUT;
    reg     [15:0]  IO64_OUT;
    reg     [15:0]  RAM_ARRAY[63:0];
    integer         ADDR_INT;
    always @(posedge CLK_DC) begin
        ADDR_INT = RAM_ADDR;
        if (ADDR_INT < 64)
            RAM_OUT <= RAM_ARRAY[RAM_ADDR];
        else if (ADDR_INT == 64)
            RAM_OUT <= IO65_IN;
    end
    always @(posedge CLK_WB) begin
        if (ADDR_INT < 64)
            RAM_ARRAY[ADDR_INT] <= RAM_IN;
        else if (ADDR_INT == 64)
            IO64_OUT <= RAM_IN;
    end
endmodule
==> ./run.sh <==
#!/bin/bash
# OpenROAD 26Q1-2900-gdf79404cd8, Yosys 0.63+post, stock flow scripts
make -C /OpenROAD-flow-scripts/flow DESIGN_CONFIG=/design/flow/config.mk WORK_HOME=/design/flow/orfs finish
==> ./config.mk <==
export PLATFORM = sky130hd
export DESIGN_NAME = ram_dc_wb
export DESIGN_NICKNAME = ram_dc_wb
export VERILOG_FILES = /design/flow/design.v
export SDC_FILE = /design/flow/constraint.sdc
export NUM_CORES = 4
export LEC_CHECK = 1
export CORE_UTILIZATION = 30
==> ./constraint.sdc <==
current_design ram_dc_wb

set clk_period 5.1
set clk_io_pct 0.2

create_clock -name clk0 -period $clk_period [get_ports {CLK_DC}]
create_clock -name clk1 -period $clk_period [get_ports {CLK_WB}]

set non_clock_inputs [all_inputs -no_clocks]
set_input_delay [expr $clk_period * $clk_io_pct] -clock clk0 $non_clock_inputs
set_output_delay [expr $clk_period * $clk_io_pct] -clock clk0 [all_outputs]
==> run_results.csv <==
group,metric,value,unit
clock_network,cts_resized,0,
power_and_ir_drop,p_per_area,381,mW/mm^2
yosys,syn_area,0.0412,mm^2
grt,antenna_found_initial,5,
yosys,synthSimpleGateAreaFrac,0.0259,
die,die_w,373,um
die,chip_area,0.139,mm^2
clock_network,post-cts-setup-buffer-count,0,
grt,globalRouteOverflowTotal,0,
yosys,synth.distinct_cells,57,
timing,layout_setup_ws,1.18,ns
drt,drt-total-wl,104000,um
power_and_ir_drop,power_leakage,15.2,nW
yosys,edf_count,1056,
timing,grt_setup_unrepaired,"no",
min_path,hold_path_class,"reg -> reg",
drt,drc,0,
grt,grtUsageTotal,0.162,
cells_and_area,drive_gt1_frac,0.206,
die,rows,135,
yosys,ys.flop_type,"edfxtp_1",
grt,grt_max_degree,100,
placement,dp.cells,3868,
timing,finalSetupViolCount,0,
drt,first_pass_iters,5,
yosys,syn_inst,1991,
placement,gp_congestion,0.891,
grt,grt_pass1_vias,22200,
die,core,0.136,mm^2
yosys,synth.cellmix.compoundShare,0.0348,
clock_network,cts.clk_slew.worst_paths,0.06,ns
placement,dp_slack,0.957,ns
cells_and_area,area_growth,16.4,%
timing,hold-worst-slack,0.471,ns
yosys,top_logic_kind,"multiplexers",
grt,grt_pass1_wl,149000,um
die,die_height,373,um
drt,avgRoutedWirePerCell,25.6,um
yosys,yosys_cells,1991,
yosys,async_reset_ff_frac,0,
clock_network,cts_tree,"yes",
outcome,outcome,"finished clean",
timing,slew_violations,0,
placement,dp_hpwl,63200,um
yosys,syn_avg_cell_area,20.7,um^2
drt,ant_nets,0,
die,ios,83,
setup_path,critPathArrivalTime,4.08,ns
timing,slew-limit-headroom,0.341,
drt,vias,20400,
timing,setup_tns,0,ns
flow_run,cap_viol_max_count,0,
yosys,synth.area.mux_share,0.146,
clock_network,cts_hold_buf,0,
yosys,ys_sh_adder,0,
setup_path,required,5.26,ns
yosys,synth_flop_count,1072,
yosys,ys_seq_frac,0.778,
yosys,yosys_warnings,1,
die,fp-utilization,0.303,
drt,first_iter_violations,1278,
setup_path,critical_path_class,"in -> reg",
flow_run,warning_count,28,
power_and_ir_drop,peakVddDrop,277,uV
clock_network,clock_sinks,1072,
cells_and_area,layout.cells.non_filler,4059,
timing,hold_violations,0,
yosys,ys_sh_xor,0,
setup_path,cp_max_fo,41,
placement,io_buffers,80,
timing,tightest_slew,0.986,ns
setup_path,cp-start-kind,"input pin",
setup_path,critPathCaptureType,"flop",
drt,via_per_inst,5.02,
cells_and_area,finish.utilization,0.353,
yosys,ys_area,0.0412,mm^2
[worst max-delay path, stage by stage]
cell,delay (ns)
buf_4,0.53
buf_4,0.55
or2_1,0.57
o22ai_1,0.15
o21ai_0,0.40
nand4_1,0.42
a41oi_1,0.32
[Yosys cell counts (10+ instances only)]
cell type / n / area share
a21oi_1: 10 / 0.0012
a22oi_1: 87 / 0.016
a31oi_1: 13 / 0.0020
buf_2: 11 / 0.0013
buf_4: 26 / 0.0047
buf_6: 12 / 0.0033
clkbuf_1: 49 / 0.0045
dfxtp_1: 16 / 0.0078
edfxtp_1: 1056 / 0.77
mux2_1: 30 / 0.0082
mux2i_1: 170 / 0.041
mux4_1: 13 / 0.0083
mux4_2: 157 / 0.086
nand2_1: 39 / 0.0036
nand3_1: 37 / 0.0045
nor2_1: 98 / 0.0089
nor2b_1: 14 / 0.0021
nor3_1: 10 / 0.0012
o22ai_1: 35 / 0.0053
[cells by family (layout without fill, tap and decap cells)]
kind of cell,after synthesis,after routing
buf+inv,109,395
flops,1072,1072
simple gates,232,232
compound gates,200,200
other cells,0,1
mux,378,378
[layout by cell type (no fill, tap or decap), types with 5 or more instances in the layout]
| cell | n |
|---|---|
| clkdlybuf4s50_1 | 61 |
| clkinv_2 | 17 |
| nor2_1 | 96 |
| a22oi_1 | 87 |
| buf_2 | 16 |
| mux4_1 | 13 |
| and3_1 | 5 |
| mux2i_1 | 170 |
| buf_4 | 120 |
| dfxtp_1 | 16 |
| clkinvlp_4 | 10 |
| a41oi_1 | 8 |
| mux2_2 | 8 |
| clkinv_1 | 24 |
| clkbuf_16 | 107 |
| nand3_1 | 37 |
| nand2_1 | 39 |
| mux4_2 | 157 |
| a221oi_1 | 6 |
| bufinv_16 | 13 |
| nand2b_1 | 5 |
| o21ai_0 | 8 |
| edfxtp_1 | 1056 |
| mux2_1 | 30 |
| nor3_1 | 10 |
| nor2b_1 | 12 |
| o22ai_1 | 35 |
| a31oi_1 | 13 |
| clkbuf_1 | 13 |
| a21oi_1 | 9 |
[cell type report]
type / count / area [um^2]
fillers: 12300 / 87900
inverters: 3 / 11.3
diodes: 1 / 2.50
well taps: 1781 / 2230
multi-input cells: 810 / 8540
clock buffers: 120 / 2730
flip-flops and latches: 1072 / 32000
clock inverters: 70 / 728
repair buffers: 202 / 1680
[through the flow]
stage	cell area [um^2]	power [mW]
2_1_floorplan	41200	10.3
4_1_cts	47900	18.4
6_report	47900	18.3
5_1_grt	47900	18.8
3_3_place_gp	44500	10.7
3_5_place_dp	44500	10.7
[state kept, by name, indices dropped and copies added, names as in the netlist]
| signal | cells |
|---|---|
| RAM_ARRAY | 1024 |
| ADDR_INT | 16 |
| IO64_OUT | 16 |
| RAM_OUT | 16 |
[metal layers]
layer | part of all wire | vias to the layer above | global-route usage
met5 | 0.0030 | - | 0.0136
met4 | 0.042 | 16 | 0.0511
met3 | 0.18 | 217 | 0.137
met2 | 0.46 | 1252 | 0.238
met1 | 0.32 | 10200 | 0.170
li1 | - | 8697 | -
[path summary, 6_finish.rpt]
| path | from | to | slack, ns | depth (start not counted) |
|---|---|---|---|---|
| max in group clk1 | ADDR_INT[11]$_DFF_P_ | RAM_ARRAY[63][12]$_DFFE_PP_ | 2.25 | 6 |
| worst max-delay path | RAM_ADDR[1] | RAM_OUT[13]$_DFFE_PP_ | 1.18 | 7 |
| worst min-delay path | ADDR_INT[0]$_DFF_P_ | IO64_OUT[2]$_DFFE_PP_ | 0.47 | 2 |
| worst min register to register | ADDR_INT[0]$_DFF_P_ | IO64_OUT[2]$_DFFE_PP_ | 0.47 | 2 |
| min in group clk0 | RAM_ADDR[7] | ADDR_INT[7]$_DFF_P_ | 1.18 | 1 |
| worst max register to register | RAM_ARRAY[43][11]$_DFFE_PP_ | RAM_OUT[11]$_DFFE_PP_ | 2.09 | 5 |
[where the power goes]
part	switching, mW	internal [mW]	leakage, nW
sequential	0.00685	9.68	9.62
combinational	0.545	0.284	3.89
clock	3.26	4.50	1.66
total	3.81	14.5	15.2
Power figures rest on the tool's default switching activity, not on a simulated workload.
